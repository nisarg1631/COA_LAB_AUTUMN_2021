--- /design/flow/run.sh ---
#!/bin/bash
# OpenROAD 26Q1-2900-gdf79404cd8, Yosys 0.63+post, stock flow scripts
make -C /OpenROAD-flow-scripts/flow DESIGN_CONFIG=/design/flow/config.mk WORK_HOME=/design/flow/orfs finish
--- /design/flow/config.mk ---
export PLATFORM = sky130hd
export DESIGN_NAME = register_file
export DESIGN_NICKNAME = register_file
export VERILOG_FILES = /design/flow/design.v
export SDC_FILE = /design/flow/constraint.sdc
export NUM_CORES = 4
export LEC_CHECK = 1
export CORE_UTILIZATION = 50
--- /design/flow/constraint.sdc ---
current_design register_file

set clk_period 11.2
set clk_io_pct 0.2

create_clock -name clk0 -period $clk_period [get_ports {clk}]

set non_clock_inputs [all_inputs -no_clocks]
set_input_delay [expr $clk_period * $clk_io_pct] -clock clk0 $non_clock_inputs
set_output_delay [expr $clk_period * $clk_io_pct] -clock clk0 [all_outputs]
--- /design/flow/design.v ---
`timescale 1ns / 1ps
module register_file(
    input [4:0] reg1Addr,
    input [4:0] reg2Addr,
    input [1:0] writeReg,
    input [31:0] writeData,
    output [31:0] reg1Out,
    output [31:0] reg2Out,
    input clk,
    input rst,
	output [31:0] retReg  
    );
    reg [31:0] registers[31:0];
    always @(posedge clk) begin
        if(rst) begin
            registers[0] <= 0;
            registers[1] <= 0;
            registers[2] <= 0;
            registers[3] <= 0;
            registers[4] <= 0;
            registers[5] <= 0;
            registers[6] <= 0;
            registers[7] <= 0;
            registers[8] <= 0;
            registers[9] <= 0;
            registers[10] <= 0;
            registers[11] <= 0;
            registers[12] <= 0;
            registers[13] <= 0;
            registers[14] <= 0;
            registers[15] <= 0;
            registers[16] <= 0;
            registers[17] <= 0;
            registers[18] <= 0;
            registers[19] <= 0;
            registers[20] <= 0;
            registers[21] <= 0;
            registers[22] <= 0;
            registers[23] <= 0;
            registers[24] <= 0;
            registers[25] <= 0;
            registers[26] <= 0;
            registers[27] <= 0;
            registers[28] <= 0;
            registers[29] <= 0;
            registers[30] <= 0;
            registers[31] <= 0;
        end else begin
            case(writeReg)
                2'b10:
                    begin
                        registers[reg1Addr] <= writeData;
                    end 
                2'b11:
                    begin
                        registers[reg2Addr] <= writeData;
                    end
                2'b01:
                    begin
                        registers[5'b11111] <= writeData;
                    end
                default:
                    begin
                    end 
            endcase
        end
    end
    assign reg1Out = registers[reg1Addr];
    assign reg2Out = registers[reg2Addr];
	assign retReg = registers[5'b00001];
endmodule
==> reports/qor.txt <==
Result of the run = complete, no violations
Slew Limit Headroom = 35.59%
Number of buffers added by the clock tree synthesis step = 115
Clock-pin slew on the worst setup and hold paths = 60 ps
Final Setup Violations = 0
Biggest register = registers
Post-synthesis to final-layout area growth = 12.07%
Count of synthesis-stage warnings from yosys = 1
Setup repair after global routing missed its margin = false
Average instance area after synthesis = 12.01 um2
Synthesized area = 55950 um2
Multi-input gate area in the final layout = 23850 um2
Worst Tran Pin Value = 963.1 ps
# H-tree levels = 3
P per Cell Area = 147.4 nW/um2
Fin. Hold Viols = 0
Detail Route Antenna Nets = 0
Maximum number of pins on one net before global-route repair = 82
Fraction of layout instances using a drive strength above 1 = 8.441%
Number of fillers in the final layout = 9043
Main area contributors = edfxtp_1 55%, mux2i_1 18%, and2_1 11%, a22oi_1 2.6%, a22o_1 2.0%
Critical Path, Cell by Cell = clkdlybuf4s50_1 > and2_4 > buf_4 > buf_4 > a22o_1 > nor3_1 > a31oi_1 > nand3_1 > clkdlybuf4s50_1
Ys async rst share = 0%
Sort of element at the end of the critical path = output pin
Number of buffers added for setup after CTS = 0
Cell with the most instances after synthesis = mux2i_1
FF+latch area = 30750 um2
Share of the clock period used by the worst path after layout = 73.49%
Number of rows in the core area = 122
HPWL after detailed placement = 118400 um
Type of the worst setup path = in2out
Type of origin of the critical path = primary input
Filler-free cell count of the finished design = 6212
CTS Root Cell = clkbuf_16
Standard cell core area = 110800 um2
Pins Over Slew Limit = 0
Max cap viols = 0
Final total negative setup slack = 0 ps
Peak supply drop = 0.1081 mV
Max FFs per register = 1024
Die Y-Extent = 336.5 um
Wire length of the first global-routing pass = 285800 um
Global-route usage over all layers = 39.40%
Top cells by count = 1026 x mux2i_1, 1024 x edfxtp_1, 994 x and2_1
Detailed Route Iter0 Violations = 2819
Crit Path Max Fanout = 37
Cell variety after synth = 35
Top area contributor share = 54.96%
Count of flip-flops with a built-in enable after synthesis = 1024
Port buffer count = 141
Slowest cell delay on critical path = 710 ps
Remaining global-route overflow = 0
Average wire length per cell after detail routing = 32.86 um
Placed insts = 6007
Die Width = 336.5 um
Yosys stat cell total = 4659
Sinks on Clock Net = 1024
PostCTS Resize Cnt = 0
Leakage power figure = 24.26 nW
F_max = 0.1215 GHz
Post-synth area from yosys stat = 55950 um2
Maximum count of clock buffers along a single path = 3
Portion of the post-synthesis area used by sequential elements = 54.96%
Cell type contributing the most total cell area after synthesis = edfxtp_1
Starting Density = 50.48%
Total routed wirelength = 204100 um
Number of hold buffers added after CTS = 0
Ports = 142
Classification of the worst-slack hold path = in2reg
Min Clock Period, post-route = 8231 ps
Detailed-route via count = 38900
Initial antenna violation count = 9
Vias in the first global route = 39200
Leading registers by flop count = registers x1024
Final weighted congestion of routability-driven global placement = 0.9346
Share of the core filled with cells in the final layout = 56.57%
Via density = 6.263
Slowest stage cell on the critical path = clkdlybuf4s50_1
Count of unresolved DRC violations after routing = 0
OpenROAD warning count = 26
Total die area = 113200 um2
Pre-antenna DRT Iters = 6
Main flop type after synthesis = edfxtp_1
Clock tree from TritonCTS = built
Yosys reg bits = 1024
Arrival @ worst endpoint = 5990 ps
Required time of the critical path = 8960 ps
Final Total Pwr = 0.009242 W
Post-Syn Instances = 4659
power breakdown:
group          internal [W]  total [W]  switching, W
registers           0.00444    0.00455      0.000112
logic              0.000426    0.00118      0.000755
clock network       0.00199    0.00351       0.00152
worst max-delay path: cells and delay by family:
kind | cells | cell delay, ps
AOI/OAI and AO/OA | 2 | 540
buffers and inverters | 4 | 2360
and+or+nand+nor | 3 | 790
cell families after synthesis:
group,synth area share [%]
simple gates,15.80
mux,18.53
flops,54.96
compound gates,7.315
buf+inv,3.399
cell usage in the layout, fill, tap and decap left out, drive strengths merged, types with 64 or more instances in the layout:
cell type / count
a21oi: 192
a22o: 128
a22oi: 192
a31oi: 64
and2: 994
buf: 174
clkbuf: 144
clkdlybuf4s50: 139
edfxtp: 1024
mux2i: 1030
nand2: 205
nand3: 194
nor3: 65
metal layers:
layer / wire length, um / up-vias / part of all wire (%) / global-route usage (%)
li1: - / 17030 / - / -
met2: 90320 / 2376 / 44 / 55.45
met1: 74060 / 19050 / 36 / 52.50
met3: 31260 / 436 / 15 / 24.64
met4: 8289 / 12 / 4.1 / 12.87
met5: 174 / - / 0.085 / 0.8511
stage by stage:
step | setup WS, ps | hold WS (ps) | area, um2
after floorplan | 3982 | 2438 | 55950
final | 2969 | 2251 | 62700
after global placement | 3124 | 2941 | 59300
after CTS | 3065 | 2212 | 62670
after detailed placement | 3073 | 2939 | 59300
after global routing | 2939 | 2225 | 62670
final cells by class:
type                    count  share of cell area [%]
clock buffers             144                   4.764
diodes                      9                 0.03592
multi-input cells        3181                   38.04
clock inverters            52                  0.6167
inverters                   1                0.005987
flip-flops and latches   1024                   49.05
well taps                1488                   2.970
repair buffers            313                   4.526
worst paths after layout:
check	end	slack, ps	from	depth (start not counted)
worst min-delay path	registers[1][26]$_SDFFCE_PN0P_	2250	writeData[26]	2
worst max-delay path	reg2Out[18]	2970	reg2Addr[2]	9
Power figures rest on the tool's default switching activity, not on a simulated workload.
