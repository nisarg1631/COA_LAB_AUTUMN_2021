File: run.sh
#!/bin/bash
# OpenROAD 26Q1-2900-gdf79404cd8, Yosys 0.63+post, stock flow scripts
make -C /OpenROAD-flow-scripts/flow DESIGN_CONFIG=/design/flow/config.mk WORK_HOME=/design/flow/orfs finish
File: config.mk
export PLATFORM = sky130hd
export DESIGN_NAME = alu
export DESIGN_NICKNAME = alu
export VERILOG_FILES = /design/flow/design.v
export SDC_FILE = /design/flow/constraint.sdc
export NUM_CORES = 4
export LEC_CHECK = 1
export CORE_UTILIZATION = 30
File: constraint.sdc
current_design alu

set clk_period 18.6
set clk_io_pct 0.2

create_clock -name clk0 -period $clk_period

set non_clock_inputs [all_inputs -no_clocks]
set_input_delay [expr $clk_period * $clk_io_pct] -clock clk0 $non_clock_inputs
set_output_delay [expr $clk_period * $clk_io_pct] -clock clk0 [all_outputs]
File: design.v
`timescale 1ns / 1ps
module CLA_16bit_withLCU(
    input [15:0] in1,
    input [15:0] in2,
    input c_in,
    output [15:0] sum,
    output c_out,
    output p,
    output g
    );
	wire [4:1] carry;  
	wire [3:0] P, G;  
	CLA_4bit_augmented cla1(.in1(in1[3:0]), .in2(in2[3:0]), .c_in(c_in), .sum(sum[3:0]), .p(P[0]), .g(G[0]));
	CLA_4bit_augmented cla2(.in1(in1[7:4]), .in2(in2[7:4]), .c_in(carry[1]), .sum(sum[7:4]), .p(P[1]), .g(G[1]));
	CLA_4bit_augmented cla3(.in1(in1[11:8]), .in2(in2[11:8]), .c_in(carry[2]), .sum(sum[11:8]), .p(P[2]), .g(G[2]));
	CLA_4bit_augmented cla4(.in1(in1[15:12]), .in2(in2[15:12]), .c_in(carry[3]), .sum(sum[15:12]), .p(P[3]), .g(G[3]));
	LookaheadCarryUnit lcu(.c_in(c_in), .P(P), .G(G), .carry(carry), .P_out(p), .G_out(g));
	assign c_out = carry[4];
endmodule
`timescale 1ns / 1ps
module CLA_4bit_augmented(
    input [3:0] in1,
    input [3:0] in2,
    input c_in,
    output [3:0] sum,
    output p,
    output g
    );
	wire [3:0] G, P, carry;  
	assign G = in1 & in2;
	assign P = in1 ^ in2;
	assign carry[0] = c_in;
	assign carry[1] = G[0] | (P[0] & carry[0]);
	assign carry[2] = G[1] | (P[1] & G[0]) | (P[1] & P[0] & carry[0]);
	assign carry[3] = G[2] | (P[2] & G[1]) | (P[2] & P[1] & G[0]) | (P[2] & P[1] & P[0] & carry[0]);
	assign sum = P ^ carry;
	assign p = P[3] & P[2] & P[1] & P[0];
	assign g = G[3] | (P[3] & G[2]) | (P[3] & P[2] & G[1]) | (P[3] & P[2] & P[1] & G[0]);
endmodule
`timescale 1ns / 1ps
module LookaheadCarryUnit(
    input c_in,
    input [3:0] P,
    input [3:0] G,
    output [4:1] carry,
    output P_out,
    output G_out
    );
	assign carry[1] = G[0] | (P[0] & c_in);
	assign carry[2] = G[1] | (P[1] & G[0]) | (P[1] & P[0] & c_in);
	assign carry[3] = G[2] | (P[2] & G[1]) | (P[2] & P[1] & G[0]) | (P[2] & P[1] & P[0] & c_in);
	assign carry[4] = G[3] | (P[3] & G[2]) | (P[3] & P[2] & G[1]) | (P[3] & P[2] & P[1] & G[0]) | (P[3] & P[2] & P[1] & P[0] & c_in);
	assign P_out = P[3] & P[2] & P[1] & P[0];
	assign G_out = G[3] | (P[3] & G[2]) | (P[3] & P[2] & G[1]) | (P[3] & P[2] & P[1] & G[0]);
endmodule
`timescale 1ns / 1ps
module alu(
    input signed [31:0] input1,
    input [31:0] input2,
    input [4:0] shamt,
    input [3:0] control,
    output reg [31:0] out,
    output reg [2:0] flags
    );
    wire [31:0] sum, compliment, bitand, bitxor, sll, srl, sra;
    wire sumcarry;
	wire [31:0] shamt_muxout;  
    wire sum_c_out, p1, g1, p2, g2;
    CLA_16bit_withLCU cla1(.in1(input1[15:0]), .in2(input2[15:0]), .c_in(1'b0), .sum(sum[15:0]), .c_out(sum_c_out), .p(p1), .g(g1));
	CLA_16bit_withLCU cla2(.in1(input1[31:16]), .in2(input2[31:16]), .c_in(sum_c_out), .sum(sum[31:16]), .c_out(sumcarry), .p(p2), .g(g2));
    assign compliment = ~input2 + 1'b1;
    assign bitand = input1 & input2;
    assign bitxor = input1 ^ input2;
	assign shamt_muxout = control[3] ? input2 : {27'b0, shamt};
    assign sll = input1 << shamt_muxout;
    assign srl = input1 >> shamt_muxout;
    assign sra = input1 >>> shamt_muxout;
    always @(*) begin
		flags[0] = input1 == 32'b0 ? 1'b1 : 1'b0;
		flags[1] = input1[31] == 1'b1 ? 1'b1 : 1'b0;
        case(control[2:0])
            3'b000: 
                begin
                    out = sum;
                    flags[2] = sumcarry;
                end
            3'b001:
                begin
                    out = compliment;
                    flags[2] = 1'b0;
                end
            3'b010:
                begin
                    out = bitand;
                    flags[2] = 1'b0;
                end
            3'b011:
                begin
                    out = bitxor;
                    flags[2] = 1'b0;
                end
            3'b100:
                begin
                    out = sll;
                    flags[2] = 1'b0;
                end
            3'b101:
                begin
                    out = srl;
                    flags[2] = 1'b0;
                end
            3'b110:
                begin
                    out = sra;
                    flags[2] = 1'b0;
                end
            default:
                begin
                    out = 32'b0;
                    flags[2] = 1'b0;
                end
        endcase
    end
endmodule
==> results.ini <==
[timing]
setup_violations = 0
tightestPinTransition_ns = 0.920
post-route-period-util_pct = 65.6
fmax_mhz = 82.0
rsz0062_at_grt = false
fin_hold_ws_ns = 8.57
min_period_ns = 12.20
maxSlewViolCount = 0
tns_ns = 0
maxSlewHeadroom_pct = 37.0
finalHoldViolations = 0

[grt]
antenna_found_initial = 0
use_met2_pct = 55.2
grt_max_degree = 52
grt_pass1_vias = 9194
grtUsageMet1_pct = 54.4
grtUsageTotal_pct = 38.0
globalRoute.busiestLayer = met2
grt_overflow = 0
grtUsageMet3_pct = 5.96
grt_pass1_wl_um = 66400

[logic_synthesis]
ys_cells = 1052
top_area_cell = mux2i_1
synth_top_area_share_pct = 15.2
ys_sh_mux_pct = 25.8
topCombFamilyByArea = AND-OR/OR-AND gates
ys_warn_count = 1
netlist_instances = 1052
synth_cell_type_count = 82
xor_share_pct = 4.88
ys_sh_aoi_pct = 31.6
synthTopCellsByArea = mux2i_1 (15%), mux4_2 (8.3%), nand2_1 (5.7%)
yosys.stat.seqShare_pct = 0
netlist_area_um2 = 7360
syn_avg_cell_area_um2 = 7.00
yosysChipArea_um2 = 7360
ys_sh_simple_pct = 24.2
ys_sh_adder_pct = 7.78

[finish]
area_growth_pct = 19.9
utilization_pct = 37.2
ff_count = 0
drive_above_1_share_pct = 9.69
regArea_um2 = 0
clkbuf_count = 0

[detailed_routing]
routed_via_density = 6.70
antenna_cells = 0
drtAntennaViolNets = 0
routedWlPerCell_um = 32.1
vias = 9609
routed_wirelength_um = 46000
dr.pass1.iters = 5
drc_errors = 0
drtIter0Drc = 1026

[floorplan]
die_w_um = 159
fp.dieH_um = 159
floorplan.core_util_pct = 31.0
core_um2 = 23800
dieArea_um2 = 25200
rows = 56
ios = 108

[power_and_ir_drop]
power.share.switching_pct = 61.9
p_sw_w = 0.000197
combPwrFrac_pct = 100.0
powerDensity_nw_per_um2 = 36.0
irDropWorstVdd_uv = 22.7
p_clk_share_pct = 0
seqPwrFrac_pct = 0
cellLeakagePower_nw = 3.31
p_int_w = 0.000121
p_total_w = 0.000318

[run_status]
outcome = complete, no violations

[clock_network]
post_cts_buffers = 0
cts_resized = 0
cts_hold_buf = 0

[placed_design]
hpwl_um = 35800
portBuffers = 108
globalplace.congestion = 1.11

[worst_setup_path]
endpoint_kind = output pin
critPathMaxFanout = 10
crit_arrival_ns = 8.48
critPathKind = in -> out
required_ns = 14.88
cp-startpoint = input2[1]
start_kind = input pin

[flow_run]
maxCapViolCount = 0
warnings = 32

[min_path]
hold_class = in -> out
hold_start = input1[31]
worstHoldEndpoint = flags[1]
holdPathStages = 3

power by group through the flow:
stage	combinational, W	clock (W)	sequential (W)
5_1_grt	0.000335	0	0
6_report	0.000318	0	0
4_1_cts	0.000309	0	0
metal layers:
| metal | routed length, um | part of all wire (%) |
|---|---|---|
| met1 | 19300 | 42 |
| met2 | 19500 | 42 |
| met3 | 4440 | 9.7 |
| met4 | 2750 | 6.0 |
| met5 | 0 | 0 |
cells in the final DEF (no fill, tap or decap), types with 7 or more instances in the layout:
cell type / count
o22ai_1: 27
xor2_1: 23
a221oi_1: 17
and3_1: 11
mux2_2: 15
inv_1: 19
nand3_1: 25
nor4_1: 14
xnor2_1: 18
ha_1: 33
mux4_2: 27
a21o_1: 17
nor3_1: 37
o21a_1: 7
o211ai_1: 19
a21oi_1: 68
o21ai_0: 61
clkdlybuf4s50_1: 108
a31oi_1: 17
a311oi_1: 7
a211oi_1: 17
buf_4: 37
nand4_1: 9
nand2_1: 111
mux2i_1: 108
o221ai_1: 13
fa_1: 8
nor2_1: 110
or3_1: 9
cell usage after synthesis, drive strengths merged (5+ instances only):
| cell | instances |
|---|---|
| a211oi | 17 |
| nand2 | 115 |
| o32ai | 5 |
| a311oi | 7 |
| o221ai | 14 |
| and2 | 5 |
| clkbuf | 51 |
| and3 | 11 |
| o31ai | 6 |
| or3 | 11 |
| inv | 19 |
| nor3 | 38 |
| mux2i | 112 |
| a221oi | 18 |
| nor3b | 7 |
| nand2b | 5 |
| nor2 | 111 |
| o311ai | 7 |
| a2111oi | 5 |
| mux4 | 27 |
| fa | 8 |
| a21o | 17 |
| nor4 | 14 |
| nand4 | 9 |
| a21oi | 68 |
| buf | 31 |
| o21ai | 64 |
| ha | 33 |
| xor2 | 23 |
| o211ai | 19 |
| a31oi | 17 |
| xnor2 | 18 |
| nand3 | 26 |
| o22ai | 27 |
| o21a | 7 |
| o21bai | 5 |
| or4 | 8 |
| mux2 | 15 |
worst max-delay path by stage:
stage / cells past startpoint / slack (ns) / endpoint
4_1_cts: 15 / 6.45 / out[24]
5_1_grt: 15 / 6.29 / out[24]
6_report: 15 / 6.40 / out[24]
cell type report:
cell class | count | area [um^2]
repair buffers | 145 | 1360
well taps | 319 | 399
fillers | 2562 | 14900
multi-input cells | 951 | 7000
inverters | 19 | 71.3
kinds of logic (layout without fill, tap and decap cells):
logic type / after synthesis / count (layout)
AND/OR/NAND/NOR: 375 / 375
AND-OR/OR-AND: 340 / 340
multiplexers: 154 / 154
buffers and inverters: 101 / 164
adder cells (fa/ha/maj): 41 / 41
XOR/XNOR: 41 / 41
through the flow:
| stage | area [um^2] | setup slack (ns) | std cells |
|---|---|---|---|
| 6_report | 8830 | 6.40 | 1434 |
| 5_1_grt | 8830 | 6.29 | 1434 |
| 4_1_cts | 8830 | 6.45 | 1434 |
| 3_5_place_dp | 8830 | 6.50 | 1434 |
| 3_3_place_gp | 8830 | 6.46 | 1434 |
| 2_1_floorplan | 7360 | 8.63 | 1052 |
critical path: stages:
cell and delay, ns:
clkdlybuf4s50_1 0.78, ha_1 0.36, a211oi_1 0.23, o21bai_1 0.24
a41oi_1 0.43, nand3_1 0.32, a41oi_1 0.51, fa_1 0.49
inv_1 0.07, mux2i_1 0.06, nor2_1 0.10, a21oi_1 0.05
o221ai_1 0.39, or3_1 0.24, clkdlybuf4s50_1 0.48
Power and IR drop assume default switching activity.
