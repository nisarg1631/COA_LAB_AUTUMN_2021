## /design/flow/design.v

```verilog
`timescale 1ns / 1ps
module RippleCarryAdder_16bit(
    input [15:0] in1,
    input [15:0] in2,
    input c_in,
    output [15:0] sum,
    output c_out
    );
	 wire carry;
    RippleCarryAdder_8bit rca1(in1[7:0], in2[7:0], c_in, sum[7:0], carry);
    RippleCarryAdder_8bit rca2(in1[15:8], in2[15:8], carry, sum[15:8], c_out);
endmodule
`timescale 1ns / 1ps
module RippleCarryAdder_32bit(
    input [31:0] in1,
    input [31:0] in2,
    input c_in,
    output [31:0] sum,
    output c_out
    );
	 wire carry;
    RippleCarryAdder_16bit rca1(in1[15:0], in2[15:0], c_in, sum[15:0], carry);
    RippleCarryAdder_16bit rca2(in1[31:16], in2[31:16], carry, sum[31:16], c_out);
endmodule
`timescale 1ns / 1ps
module RippleCarryAdder_64bit(
    input [63:0] in1,
    input [63:0] in2,
    input c_in,
    output [63:0] sum,
    output c_out
    );
	 wire carry;
    RippleCarryAdder_32bit rca1(in1[31:0], in2[31:0], c_in, sum[31:0], carry);
    RippleCarryAdder_32bit rca2(in1[63:32], in2[63:32], carry, sum[63:32], c_out);
endmodule
`timescale 1ns / 1ps
module RippleCarryAdder_8bit(
    input [7:0] in1,
    input [7:0] in2,
    input c_in,
    output [7:0] sum,
    output c_out
    );
	wire [6:0] carry;  
	FullAdder fa1(in1[0], in2[0], c_in, sum[0], carry[0]);
   FullAdder fa2(in1[1], in2[1], carry[0], sum[1], carry[1]);
   FullAdder fa3(in1[2], in2[2], carry[1], sum[2], carry[2]);
   FullAdder fa4(in1[3], in2[3], carry[2], sum[3], carry[3]);
   FullAdder fa5(in1[4], in2[4], carry[3], sum[4], carry[4]);
   FullAdder fa6(in1[5], in2[5], carry[4], sum[5], carry[5]);
   FullAdder fa7(in1[6], in2[6], carry[5], sum[6], carry[6]);
   FullAdder fa8(in1[7], in2[7], carry[6], sum[7], c_out);
endmodule
`timescale 1ns / 1ps
module FullAdder(
    input in1,
    input in2,
    input c_in,
    output sum,
    output c_out
    );
    wire carry1,carry2,temp_sum;
	HalfAdder ha1(in1, in2, temp_sum, carry1);  
    HalfAdder ha2(temp_sum, c_in, sum, carry2);  
    or gate1(c_out, carry1, carry2);  
endmodule
`timescale 1ns / 1ps
module HalfAdder(
    input in1,
    input in2,
    output sum,
    output c_out
    );
	assign sum = in1 ^ in2;
	assign c_out = in1 & in2;
endmodule
```

## /design/flow/run.sh

```bash
#!/bin/bash
# OpenROAD 26Q1-2900-gdf79404cd8, Yosys 0.63+post, stock flow scripts
make -C /OpenROAD-flow-scripts/flow DESIGN_CONFIG=/design/flow/config.mk WORK_HOME=/design/flow/orfs finish
```

## /design/flow/config.mk

```make
export PLATFORM = sky130hd
export DESIGN_NAME = RippleCarryAdder_64bit
export DESIGN_NICKNAME = RippleCarryAdder_64bit
export VERILOG_FILES = /design/flow/design.v
export SDC_FILE = /design/flow/constraint.sdc
export NUM_CORES = 4
export LEC_CHECK = 1
export CORE_AREA = 10 10 113 113
export DIE_AREA = 0 0 123 123
```

## /design/flow/constraint.sdc

```tcl
current_design RippleCarryAdder_64bit

set clk_period 83.4
set clk_io_pct 0.2

create_clock -name clk0 -period $clk_period

set non_clock_inputs [all_inputs -no_clocks]
set_input_delay [expr $clk_period * $clk_io_pct] -clock clk0 $non_clock_inputs
set_output_delay [expr $clk_period * $clk_io_pct] -clock clk0 [all_outputs]
```

==> ci_impl_report.md <==
## Synthesis and layout report

| Metric | Value |
|---|---|
| Status | complete, no violations |
| Main area contributors | fa_1, buf_4, inv_1 |
| Worst Path Arrival | 42720 ps |
| P per Cell Area | 7.49 nW/um2 |
| Yosys top cell area share | 71.2% |
| First-pass GRT wire length | 9920 um |
| Worst-Margin Slew | 129 ps |
| Port Buffers | 194 |
| Flop Count | 0 |
| 1st-iter DRT viols | 9 |
| Die Height | 123 um |
| Mean Syn Cell Area | 13.0 um2 |
| Critical Path Sink Type | primary output |
| Antenna Nets Post-Route | 0 |
| Terminating pin of the worst hold path | sum[0] |
| Post-synth top cells | buf_4, fa_1, inv_1 |
| Die Size | 15100 um2 |
| Unrepaired setup endpoints after global routing | false |
| Worst Path Required | 66720 ps |
| F_max | 0.0168 GHz |
| Most used cell, CP | fa_1 |
| Core area | 10300 um2 |
| Final cycle utilization of the critical path | 71.2% |
| Inst Count DP | 404 |
| CP max stage delay | 470 ps |
| Final wirelength | 6610 um |
| Placement Cell Area | 3430 um2 |
| Setup-failing EPs final | 0 |
| Slew Viols, Final | 0 |
| # clk buffers | 0 |
| Layout cells sized above 1 | 0% |
| MaxCap Viol Count | 0 |
| Largest net degree at the start of global routing | 2 |
| Crit path max-delay cell type | clkdlybuf4s50_1 |
| Per-cell routed wire length | 16.4 um |
| Critical path class | input port to primary output |
| Synth area leader | fa_1 |
| Hold Vio Cnt, Final | 0 |
| Net Switching | 6.73 uW |
| Post-cts resize count | 0 |
| Mapped Cells | 138 |
| Yosys warnings | 0 |
| Minimum clock period | 59400 ps |
| Post-route insts no fill | 404 |
| Combinational power share | 100.0% |
| Min-delay src | c_in |
| Gpl congestion | 0.953 |
| Antenna diodes | 0 |
| Crit-path max FO | 1 |
| Sum Neg Setup Slack | 0 ps |
| Log Warnings | 32 |
| Layout Utilization | 33.2% |
| Post-Synthesis Cell Area | 1800 um2 |
| # Post-CTS Setup Buffers | 0 |
| DRC | 0 |
| Max-slew headroom | 91.4% |
| Total GRT Usage | 8.51% |
| Yosys chip area | 1800 um2 |
| Final instance area | 3430 um2 |
| Initial antenna violation count | 0 |
| P_int | 19.0 uW |
| Area Growth Syn to Fin | 90.7% |
| Worst setup SP type | input port |
| First-pass iteration count of the detailed router | 2 |
| Vias in the first global route | 1782 |
| Yosys cell types | 3 |
| Boundary Pins | 194 |
| Static leakage | 0.00128 uW |
| Clk network pwr share | 0% |
| Number of hold buffers added after cts | 0 |
| Total gr overflow | 0 |
| DP HPWL | 6410 um |
| Hold Path Depth | 5 |
| Hold Crit Class | input port to primary output |
| Sequential cell fraction of total power | 0% |
| Via density | 3.51 |
| Die W | 123 um |
| Number of placement rows | 37 |
| Yosys cell count | 138 |
| Worst VDD drop | 0.00312 mV |
| Via count | 1417 |
| Sw Share | 26.2% |
| FP Core Util | 17.4% |
| Reg area | 0 um2 |
| Share of the yosys chip area belonging to registers | 0% |
[power groups by stage]
stage | Combinational [uW] | Clock, uW | Sequential [uW]
4_1_cts | 26.6 | 0 | 0
5_1_grt | 29.1 | 0 | 0
6_report | 25.7 | 0 | 0
[layout by cell type, fill, tap and decap left out]
| master | instances |
|---|---|
| clkdlybuf4s50_1 | 194 |
| fa_1 | 64 |
| inv_1 | 10 |
[per-stage QoR]
stage / total power, uW / hold WS, ps / setup slack (ps)
2_1_floorplan: 12.5 / 33580 / 25680
3_3_place_gp: 26.4 / 34400 / 23940
3_5_place_dp: 26.4 / 34410 / 23890
4_1_cts: 26.6 / 34420 / 23860
5_1_grt: 29.1 / 34450 / 23000
6_report: 25.7 / 34410 / 24000
[worst max path at each step]
stage       from       to  slack, ps  cells past startpoint
6_report  in2[0]  sum[63]      24000                     70
5_1_grt   in2[0]  sum[63]      23000                     70
4_1_cts   in2[0]  sum[63]      23860                     70
[cell families (layout without fill, tap and decap cells)]
| family | Yosys count | in the layout | synth area share, % |
|---|---|---|---|
| fa+ha+maj | 64 | 64 | 71.2 |
| buf+inv | 74 | 204 | 28.8 |
[critical path: cells and delay by family]
family                     cells  cell delay, ps
adders and majority gates     64           24910
buffers and inverters          6            1150
[per-layer routing]
metal	part of all wire [%]	global-route usage [%]
met3	28	8.05
met1	36	10.8
met5	0	0
met4	0	0
met2	36	11.1
[area by class of cell]
| type | count | area (um2) |
|---|---|---|
| Timing Repair Buffer | 194 | 1940 |
| Tap cell | 136 | 170 |
| Inverter | 10 | 37.5 |
| Multi-Input combinational cell | 64 | 1280 |
| Fill cell | 1003 | 6890 |
Power and IR drop assume default switching activity.
